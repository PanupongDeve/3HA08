--- /design/flow/config.mk ---
export PLATFORM = sky130hd
export DESIGN_NAME = music2
export DESIGN_NICKNAME = music2
export VERILOG_FILES = /design/flow/design.v
export SDC_FILE = /design/flow/constraint.sdc
export NUM_CORES = 4
export LEC_CHECK = 1
export CORE_UTILIZATION = 40
--- /design/flow/constraint.sdc ---
current_design music2

set clk_period 13.9
set clk_io_pct 0.2

create_clock -name clk0 -period $clk_period [get_ports {clk}]

set non_clock_inputs [all_inputs -no_clocks]
set_input_delay [expr $clk_period * $clk_io_pct] -clock clk0 $non_clock_inputs
set_output_delay [expr $clk_period * $clk_io_pct] -clock clk0 [all_outputs]
--- /design/flow/design.v ---
`timescale 1ns / 1ps
module music2(
    input	clk,
	 input	onoff,
	 output o
	 );
	parameter doo = (25000000/262/2);
	parameter re = (25000000/294/2);
	parameter mi = (25000000/330/2);
	parameter fa = (25000000/349/2);
	parameter sol = (25000000/392/2);
	parameter la = (25000000/440/2);
	parameter si = (25000000/494/2);
	reg s_do,s_re,s_mi,s_fa,s_sol,s_la,s_si;
	reg [31:0] cnt1,cnt2,cnt3,cnt4,cnt5,cnt6,cnt7;
	reg sp;
	reg [2:0] state = 0;
	reg sclk;
	assign	o = sp;
	always@(state)
	begin
		if(onoff == 0)	sp <= 0;
		else
		case(state)
			0:	sp <= s_do;
			1:	sp <= s_re;
			2:	sp <= s_mi;
			3:	sp <= s_fa;
			4:	sp <= s_sol;
			5:	sp <= s_la;
			6:	sp <= s_si;
			7: sp <= 0;
		endcase
	end
	always@(posedge clk)
	begin
		if(cnt1 == 0) cnt1 <= doo-1; else cnt1 <= cnt1-1;
	end
	always@(posedge clk) if(cnt1 == 0) s_do <= ~s_do;
	always@(posedge clk)
	begin
		if(cnt2 == 0) cnt2 <= re-1; else cnt2 <= cnt2-1;
	end
	always@(posedge clk) if(cnt2 == 0) s_re <= ~s_re;
	always@(posedge clk)
	begin
		if(cnt3 == 0) cnt3 <= mi-1; else cnt3 <= cnt3-1;
	end
	always@(posedge clk) if(cnt3 == 0) s_mi <= ~s_mi;
	always@(posedge clk)
	begin
		if(cnt4 == 0) cnt4 <= fa-1; else cnt4 <= cnt4-1;
	end
	always@(posedge clk) if(cnt4 == 0) s_fa <= ~s_fa;
	always@(posedge clk)
	begin
		if(cnt5 == 0) cnt5 <= sol-1; else cnt5 <= cnt5-1;
	end
	always@(posedge clk) if(cnt5 == 0) s_sol <= ~s_sol;
	always@(posedge clk)
	begin
		if(cnt6 == 0) cnt6 <= la-1; else cnt6 <= cnt6-1;
	end
	always@(posedge clk) if(cnt6 == 0) s_la <= ~s_la;
	always@(posedge clk)
	begin
		if(cnt7 == 0) cnt7 <= si-1; else cnt7 <= cnt7-1;
	end
	always@(posedge clk) if(cnt7 == 0) s_si <= ~s_si;
	reg [31:0] cnt;
	always@(posedge clk)
	if(onoff == 0) state <= 0; 
	else
		begin
			if(cnt == 10000000) begin state <= state +1; cnt <= 0; end
			else cnt <= cnt + 1;
		end
endmodule
--- /design/flow/run.sh ---
#!/bin/bash
# OpenROAD 26Q1-2900-gdf79404cd8, Yosys 0.63+post, stock flow scripts
make -C /OpenROAD-flow-scripts/flow DESIGN_CONFIG=/design/flow/config.mk WORK_HOME=/design/flow/orfs finish
==> impl_metrics.json <==
{
  "outcome": "finished, final reports clean",
  "hold-path-endpoint": "cnt4[0]",
  "synth_area_mm2": 0.0117,
  "ys_seq_frac": 0.487,
  "critPathSlowestCell": "clkdlybuf4s50_1",
  "numCtsBuffers": 30,
  "fp.dieW_um": 173,
  "yosysWarnings": 1,
  "critical_path_class": "input pin to output port",
  "p_sw_frac": 0.195,
  "overflow": 0,
  "synthArstFlopShare": 0,
  "pwr-share-clk": 0.501,
  "top_area_cell": "dfxtp_1",
  "vias_per_cell": 5.01,
  "ys_cells": 1272,
  "layout_min_cycle_time_ns": 7.20,
  "r2r_start": "cnt2[0]",
  "groute.usage.overall": 0.136,
  "slew_headroom": 0.411,
  "r2r_setup_slack_ns": 10.90,
  "vias": 8504,
  "rsz0062_at_grt": "no",
  "layout_setup_ws_ns": 6.70,
  "drv_cap": 0,
  "finalSetupViolations": 0,
  "pre_cts_ws_ns": 6.69,
  "grt_max_degree": 37,
  "syn_inst": 1272,
  "rows": 62,
  "crit_path_max_incr_delay_ns": 0.51,
  "place_congestion": 0.805,
  "clk_path_buf_depth": 3,
  "wire_per_inst_um": 11.8,
  "ys_chip_area_mm2": 0.0117,
  "ir_drop_v": 0.0000960,
  "pwr-share-seq": 0.490,
  "die-area_mm2": 0.0300,
  "numSynthFlops": 266,
  "ant_nets": 0,
  "antenna_found_initial": 0,
  "drtIter0Drc": 434,
  "power.switching_uw": 316,
  "syn_area_per_cell_um2": 9.22,
  "fin_crit_sh": 0.518,
  "worst_pin_slew_ns": 0.877,
  "cts_hold_buf": 0,
  "cp_common_cell": "clkdlybuf4s50_1",
  "core_mm2": 0.0288,
  "max_freq_mhz": 139,
  "cts_root_buffer": "clkbuf_16",
  "crit_path_cell_trace": "clkdlybuf4s50_1, buf_4, a21boi_0, clkdlybuf4s50_1",
  "worstReg2RegEnd": "s_re",
  "p_int_mw": 1.31,
  "ff_type": "dfxtp_1",
  "ios": 3,
  "common_cells": "dfxtp_1 (227), nor2_1 (200), xnor2_1 (118), nand2_1 (109), nor3_1 (86)",
  "cts_resized": 0,
  "top_cell_area_share": 0.387,
  "drive_gt1_frac": 0.0783,
  "grt_pass1_vias": 7642,
  "crit_path_end_kind": "output port",
  "syn2layout_area_growth_pct": 12.9,
  "holdPathStages": 1,
  "power_frac_comb": 0.009,
  "fillCellCount": 2647,
  "warnings": 30,
  "arrival_ns": 4.42,
  "path_clk_slew_ns": 0.06,
  "drc": 0,
  "clkSinkCount": 266,
  "place_hpwl_um": 12900,
  "num_antenna_cells": 0,
  "initial_core_util": 0.408,
  "ys_types": 51,
  "hold_violations": 0,
  "clock.latency.late_pin_ns": 0.54,
  "cts_tree": "yes",
  "portBuffers": 2,
  "hp-class": "flop to flop",
  "routed_wl_um": 20100,
  "ff2ff_path_depth": 6,
  "skew_ns": 0.0110,
  "tns_ns": 0,
  "grt_pass1_wl_um": 34600,
  "top_cells_by_area": "dfxtp_1 (39%), edfxtp_1 (10%), xnor2_1 (8.8%), nor2_1 (6.4%), xor2_1 (4.1%)",
  "p_leak_nw": 4.86,
  "powerDensity_mw_per_mm2": 122,
  "crit_path_max_fanout": 36,
  "hold_path_startpoint": "cnt4[0]",
  "edf_count": 39,
  "synth.most_common_cell": "dfxtp_1",
  "die_h_um": 173,
  "slew_violations": 0,
  "htree_num_levels": 1,
  "crit_required_ns": 11.12,
  "startpoint_type": "input pin",
  "power_mw": 1.62,
  "dr.pass1.iters": 4,
  "cts_setup_buffers": 0
}
-- sequential cells by signal, summed over array words and instances (netlist names) --
signal	flops
s_la	1
s_mi	1
cnt	32
s_si	1
cnt5	32
cnt6	32
cnt1	32
cnt3	32
s_re	1
state	3
cnt2	32
s_do	1
cnt7	32
s_fa	1
s_sol	1
cnt4	32
-- routing by layer --
metal / track usage / wire (µm)
met4: 0.0284 / 455
met3: 0.0195 / 592
met5: 0 / 0
met2: 0.206 / 8420
met1: 0.216 / 10700
-- power by group through the flow --
| stage | clock, mW | combinational (mW) | sequential, mW |
|---|---|---|---|
| finish | 0.814 | 0.0141 | 0.795 |
| CTS | 0.839 | 0.0143 | 0.795 |
| global route | 0.868 | 0.0157 | 0.796 |
-- cell families (layout without fill, tap and decap cells) --
| group | count (synthesis) | count (layout) | share of synthesized area |
|---|---|---|---|
| buf+inv | 64 | 107 | 0.0220 |
| mux | 23 | 23 | 0.0215 |
| flops | 266 | 266 | 0.487 |
| xor+xnor | 173 | 173 | 0.129 |
| simple gates | 652 | 652 | 0.281 |
| compound gates | 79 | 79 | 0.0435 |
| fa+ha+maj | 15 | 15 | 0.0160 |
-- per-stage QoR --
stage	utilization	cell area (µm²)	hold WS [ns]	instances
global route	0.460	13200	0.441	1699
floorplan	-	11700	0.385	1272
CTS	0.460	13200	0.426	1699
finish	0.460	13200	0.422	1699
global placement	0.424	12200	0.401	1643
detailed placement	0.424	12200	0.412	1643
-- layout make-up --
cell class	instances	area [µm²]	area share
clock inverters	9	123	0.00925
well taps	384	480	0.0363
flip-flops and latches	266	5720	0.431
multi-input cells	942	5760	0.435
repair buffers	11	87.6	0.00661
inverters	40	150	0.0113
clock buffers	47	928	0.0701
-- worst max path at each step --
stage / from / to / slack (ns)
CTS: onoff / o / 6.66
global route: onoff / o / 6.56
finish: onoff / o / 6.70
-- cell usage in the layout (no fill, tap or decap), types with 11 or more instances in the layout --
master     synthesis  layout
nand3_1           29      29
clkbuf_16          0      33
nor3_1            86      86
nand2b_1          11      11
nor4_1            67      66
edfxtp_1          39      39
mux2_2            18      18
nor2_1           200     200
or4_1             28      28
or3_1             36      36
o31ai_1           16      16
nand4_1           18      18
dfxtp_1          227     227
xor2_1            55      55
inv_1             38      38
nand2_1          109     109
or2_2             18      18
ha_1              15      15
a21oi_1           17      17
xnor2_1          118     118
o21ai_0           24      24
-- worst max-delay path, delay by kind of cell --
kind            cells  cell delay [ns]
buf+inv             3             1.36
compound gates      1             0.26
Power figures rest on the tool's default switching activity, not on a simulated workload.
