`./run.sh`:
```
#!/bin/bash
# OpenROAD 26Q1-2900-gdf79404cd8, Yosys 0.63+post, stock flow scripts
make -C /OpenROAD-flow-scripts/flow DESIGN_CONFIG=/design/flow/config.mk WORK_HOME=/design/flow/orfs finish
```
`./config.mk`:
```
export PLATFORM = sky130hd
export DESIGN_NAME = elephent
export DESIGN_NICKNAME = elephent
export VERILOG_FILES = /design/flow/design.v
export SDC_FILE = /design/flow/constraint.sdc
export NUM_CORES = 4
export LEC_CHECK = 1
export CORE_UTILIZATION = 30
```
`./constraint.sdc`:
```
current_design elephent

set clk_period 10.4
set clk_io_pct 0.2

create_clock -name clk0 -period $clk_period [get_ports {clk}]

set non_clock_inputs [all_inputs -no_clocks]
set_input_delay [expr $clk_period * $clk_io_pct] -clock clk0 $non_clock_inputs
set_output_delay [expr $clk_period * $clk_io_pct] -clock clk0 [all_outputs]
```
`./design.v`:
```
`timescale 1ns / 1ps
module elephent(
    input	clk,
	 input	onoff,
	 output o
	 );
	parameter doo = (25000000/262/2);
	parameter re = (25000000/294/2);
	parameter mi = (25000000/330/2);
	parameter fa = (25000000/349/2);
	parameter sol = (25000000/392/2);
	parameter la = (25000000/440/2);
	parameter si = (25000000/494/2);
	reg s_do,s_re,s_mi,s_fa,s_sol,s_la,s_si;
	reg [31:0] cnt1,cnt2,cnt3,cnt4,cnt5,cnt6,cnt7;
	reg sp;
	assign	o = sp;
	always@(posedge clk)
	begin
		if(cnt1 == 0) cnt1 <= doo-1; else cnt1 <= cnt1-1;
	end
	always@(posedge clk) if(cnt1 == 0) s_do <= ~s_do;
	always@(posedge clk)
	begin
		if(cnt2 == 0) cnt2 <= re-1; else cnt2 <= cnt2-1;
	end
	always@(posedge clk) if(cnt2 == 0) s_re <= ~s_re;
	always@(posedge clk)
	begin
		if(cnt3 == 0) cnt3 <= mi-1; else cnt3 <= cnt3-1;
	end
	always@(posedge clk) if(cnt3 == 0) s_mi <= ~s_mi;
	always@(posedge clk)
	begin
		if(cnt4 == 0) cnt4 <= fa-1; else cnt4 <= cnt4-1;
	end
	always@(posedge clk) if(cnt4 == 0) s_fa <= ~s_fa;
	always@(posedge clk)
	begin
		if(cnt5 == 0) cnt5 <= sol-1; else cnt5 <= cnt5-1;
	end
	always@(posedge clk) if(cnt5 == 0) s_sol <= ~s_sol;
	always@(posedge clk)
	begin
		if(cnt6 == 0) cnt6 <= la-1; else cnt6 <= cnt6-1;
	end
	always@(posedge clk) if(cnt6 == 0) s_la <= ~s_la;
	always@(posedge clk)
	begin
		if(cnt7 == 0) cnt7 <= si-1; else cnt7 <= cnt7-1;
	end
	always@(posedge clk) if(cnt7 == 0) s_si <= ~s_si;
	reg[6:0] state = 0;
	reg sclk;
	always@(state)
		if(onoff == 0) sp<=0;
		else
			begin
				case (state)
				0 : sp <= 0;
				8 : sp<=s_sol; 
				16 : sp<=s_sol; 
				24 : sp<=s_sol; 
				34 : sp<=s_sol;
				36 : sp<=s_mi; 
				38 : sp<=s_re; 
				40 : sp<=s_mi; 
				42 : sp<=s_sol;
				44 : sp<=s_do; 
				50 : sp<=s_sol; 
				52 : sp<=s_mi; 
				54 : sp<=s_re;
				56 : sp<=s_mi; 
				58 : sp<=s_do; 
				60 : sp<=s_re; 
				62 : sp<=s_do; 
				64 : sp<=s_la; 
				66 : sp<=s_do;
				68 : sp<=s_do; 
				70 : sp<=s_la; 
				72 : sp<=s_sol; 
				75 : sp<=s_do;
				78 : sp<=s_do; 
				80 : sp<=s_la; 
				82 : sp<=s_do; 
				83 : sp<=s_do;
				84 : sp<=s_do; 
				86 : sp<=s_la; 
				88 : sp<=s_sol; 
				90 : sp<=s_do;
				94 : sp<=s_sol; 
				96 : sp<=s_la; 
				98 : sp<=s_sol; 
				100 : sp<=s_mi;
				104 : sp<=s_re; 
				108 : sp<=s_do; 
			endcase
		end
	reg [31:0] cnt;
	always@(posedge clk)
	if(onoff ==0) state <=0; else
	begin
		if(cnt == 5000000) begin state <= state+1; cnt <=0; end
		else cnt <= cnt+1;
	end
endmodule
```
==> impl_metrics.ini <==
; synthesis and place-and-route metrics
[global_routing]
grt_max_degree = 42
grt.total_usage_pct = 10.9
antenna_found_initial = 0
grt_pass1_vias = 6179
grt-ovfl-total = 0
grt_pass1_wl_mm = 28.6

[yosys]
synthArstFlopShare_pct = 0
synth_cells = 1018
synthAdderAreaFrac_pct = 1.33
mux_share_pct = 1.78
ys_chip_area_sq_um = 9400
top_area_cell = dfxtp_1
synth.cell_area_sq_um = 9400
edf_count = 37
synth-cells-yosys = 1018
ys_types = 66
synthTopCellsByArea = dfxtp_1 (36%), edfxtp_1 (12%), xnor2_1 (7.5%), nor2_1 (6.1%), xor2_1 (5.1%)
synth-seq-cells = 205
syn_avg_cell_area_sq_um = 9.23
flop_cell = dfxtp_1
ys_sh_aoi_pct = 5.60
xor_share_pct = 12.6
synth_warnings = 1
ys_sh_simple_pct = 28.6
synth_top_area_share_pct = 35.6
logic_family = simple AND/OR/NAND/NOR gates

[cts]
postCtsSetupRepairBufs = 0
root_buffer = clkbuf_16
clock_path_buffers = 3
numCtsBuffers = 22
htreeDepth = 1
cts_tree = done
clk_pin_slew_ns = 0.06
cts-resized-gates = 0
cts_hold_buf = 0
clock_latency_ns = 0.50

[detailed_routing]
totalWireLength_mm = 16.5
antenna_cells = 0
vias = 6815
drc = 0
antenna_left = 0
drtIter0Drc = 330
wl_per_cell_microns = 11.4
firstDrtPassIters = 4
viasPerCell = 4.74

[final_timing]
timing.setup.tns_ns = 0
hold_viol_final = 0
period_used_pct = 27.4
fmax_mhz = 351
setup_viol = 0
drv_slew = 0
unclocked_pins = 1
whs_ns = 0.440
finalClockSkew_ns = 0.0120
rsz0062_at_grt = false
fin_crit_ns = 2.85
unconstrained_endpoints = 2
tightestPinTransition_ns = 0.729
relSlewSlack_pct = 51.0

[place]
gp_congestion = 0.824
io_buffers = 2
hpwl_mm = 10.6
placed_cell_area_sq_um = 9830

[critical_path]
crit_buf_inv = 2
cp-end-kind = flip-flop
crit_fanout = 19
start_kind = flip-flop
cp_cell_sequence = inv_1 > ha_1 > nor4b_1 > nand4b_1 > nor2_1 > nand2_1 > inv_2
critPathTopFamily = simple AND/OR/NAND/NOR gates
cp_data_required_time_ns = 10.56
cpMaxStageDelayCell = nand4b_1
max_stage_delay_ns = 0.50
critical_path_class = flip-flop to flip-flop
critical_path_arrival_ns = 3.00

[die]
initial_core_util_pct = 30.6
die_area_sq_um = 32000
die_w_microns = 179
core_area_sq_um = 30700
die_y_microns = 179
pin_count = 3
row_count = 64

[pwr]
p_clk_share_pct = 50.1
intPower_w = 0.00136
switching_share_pct = 19.4
switching_power_w = 0.000327
pwr-share-seq_pct = 48.9
p_per_area_nw_per_um2 = 158
ir_worst_vdd_v = 0.0000945
pwr-share-comb_pct = 1.0
p_leak_nw = 3.79

[final_layout]
design_area_sq_um = 10600
lay_top_count = dfxtp_1
filler_cell_count = 3021
areaGrowthSynthToFinish_pct = 13.2
drive_above_1_share_pct = 7.01
most-common-layout-cells = dfxtp_1 (167), nor2_1 (152), nand2_1 (94), xnor2_1 (80), nor3_1 (64)

[hold_path]
hold_class = flip-flop to flip-flop

[flow_run]
warnings = 28
drv_cap = 0

[outcome]
status = completed
metal layers:
layer	vias up	wire length, microns	part of all wire, %	GRT usage, %
li1	3611	-	-	-
met1	3106	8810	54	17.4
met2	71	6750	41	15.6
met3	27	577	3.5	1.92
met4	0	329	2.0	2.26
met5	-	0	0	0
stage by stage:
step / setup slack, ns / total power [W] / utilization (%) / instances
after detailed placement: 7.43 / 0.000858 / 32.0 / 1398
after global placement: 7.42 / 0.000858 / 32.0 / 1398
after floorplan: 8.04 / 0.000850 / - / 1018
final: 7.55 / 0.00168 / 34.7 / 1438
after CTS: 7.59 / 0.00171 / 34.7 / 1438
after global routing: 7.30 / 0.00175 / 34.7 / 1438
power by group through the flow:
| stage | sequential (W) | clock (W) | combinational (W) |
|---|---|---|---|
| global route | 0.000824 | 0.000904 | 0.0000195 |
| CTS | 0.000823 | 0.000869 | 0.0000174 |
| finish | 0.000824 | 0.000843 | 0.0000171 |
cell type report:
cell class | count | area, sq um | area share [%]
clock buffer | 35 | 734 | 6.90
tap | 396 | 495 | 4.66
sequential | 205 | 4470 | 42.0
clock inverter | 5 | 75.1 | 0.706
inverter | 31 | 116 | 1.09
timing repair buffer | 8 | 60.1 | 0.565
multi-input combinational | 758 | 4690 | 44.1
cells in the mapped netlist, types with 6 or more instances:
master    number
dfxtp_1      167
nor2_1       152
nand2_1       94
xnor2_1       80
nor3_1        64
xor2_1        55
nor4_1        42
edfxtp_1      37
nand3_1       33
inv_1         29
o21ai_0       29
or3_1         24
nand4_1       18
clkbuf_1      14
and3_1        12
o31ai_1       12
nor4b_1       11
ha_1          10
mux2_2        10
nand3b_1      10
and2_1         9
nand2b_1       9
a21oi_1        7
or4_1          7
or2_2          6
cell families (layout without fill, tap and decap cells):
group | after synthesis | after routing
AOI/OAI and AO/OA | 78 | 78
xor gates and xnor gates | 135 | 135
adders and majority gates | 10 | 10
buffers and inverters | 55 | 79
DFF | 204 | 204
latches | 1 | 1
muxes | 15 | 15
and+or+nand+nor | 520 | 520
flip-flops by register name (all words and copies together), names as in the netlist:
register  cells
cnt1         32
cnt2         32
cnt3         32
cnt5         32
cnt6         32
cnt          32
state         7
s_do          1
s_la          1
s_mi          1
s_re          1
s_sol         1
sp            1
worst paths after layout:
kind | start | endpoint | slack [ns] | cells past startpoint
hold / removal | cnt3[0] | cnt3[0] | 0.44 | 1
setup / recovery | cnt1[0] | s_do | 7.55 | 7
setup reg to reg | cnt1[0] | s_do | 7.55 | 7
hold reg to reg | cnt3[0] | cnt3[0] | 0.44 | 1
Power figures rest on the tool's default switching activity, not on a simulated workload.
