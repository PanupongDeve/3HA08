[flow/config.mk]
export PLATFORM = sky130hd
export DESIGN_NAME = music1
export DESIGN_NICKNAME = music1
export VERILOG_FILES = /design/flow/design.v
export SDC_FILE = /design/flow/constraint.sdc
export NUM_CORES = 4
export LEC_CHECK = 1
export CORE_UTILIZATION = 50
[flow/constraint.sdc]
current_design music1

set clk_period 10.4
set clk_io_pct 0.2

create_clock -name clk0 -period $clk_period [get_ports {clk}]

set non_clock_inputs [all_inputs -no_clocks]
set_input_delay [expr $clk_period * $clk_io_pct] -clock clk0 $non_clock_inputs
set_output_delay [expr $clk_period * $clk_io_pct] -clock clk0 [all_outputs]
[flow/design.v]
`timescale 1ns / 1ps
module music1(
    input	clk,
	 input	onoff,
	 input [6:0] note,
	 output o
	 );
	parameter doo = (25000000/262/2);
	parameter re = (25000000/294/2);
	parameter mi = (25000000/330/2);
	parameter fa = (25000000/349/2);
	parameter sol = (25000000/392/2);
	parameter la = (25000000/440/2);
	parameter si = (25000000/494/2);
	reg s_do,s_re,s_mi,s_fa,s_sol,s_la,s_si;
	reg [31:0] cnt1,cnt2,cnt3,cnt4,cnt5,cnt6,cnt7;
	reg sp;
	assign	o = sp;
	always@(posedge clk)
	begin
		if(cnt1 == 0) cnt1 <= doo-1; else cnt1 <= cnt1-1;
	end
	always@(posedge clk) if(cnt1 == 0) s_do <= ~s_do;
	always@(posedge clk)
	begin
		if(cnt2 == 0) cnt2 <= re-1; else cnt2 <= cnt2-1;
	end
	always@(posedge clk) if(cnt2 == 0) s_re <= ~s_re;
	always@(posedge clk)
	begin
		if(cnt3 == 0) cnt3 <= mi-1; else cnt3 <= cnt3-1;
	end
	always@(posedge clk) if(cnt3 == 0) s_mi <= ~s_mi;
	always@(posedge clk)
	begin
		if(cnt4 == 0) cnt4 <= fa-1; else cnt4 <= cnt4-1;
	end
	always@(posedge clk) if(cnt4 == 0) s_fa <= ~s_fa;
	always@(posedge clk)
	begin
		if(cnt5 == 0) cnt5 <= sol-1; else cnt5 <= cnt5-1;
	end
	always@(posedge clk) if(cnt5 == 0) s_sol <= ~s_sol;
	always@(posedge clk)
	begin
		if(cnt6 == 0) cnt6 <= la-1; else cnt6 <= cnt6-1;
	end
	always@(posedge clk) if(cnt6 == 0) s_la <= ~s_la;
	always@(posedge clk)
	begin
		if(cnt7 == 0) cnt7 <= si-1; else cnt7 <= cnt7-1;
	end
	always@(posedge clk) if(cnt7 == 0) s_si <= ~s_si;
	reg[6:0] state = 0;
	reg sclk;
	always@(state)
		if(onoff == 0) sp<=0;
		else
			begin
				case (state)
				0 : sp <= 0;
				8 : sp<=s_sol; 
				16 : sp<=s_sol; 
				24 : sp<=s_sol; 
				34 : sp<=s_sol;
				36 : sp<=s_mi; 
				38 : sp<=s_re; 
				40 : sp<=s_mi; 
				42 : sp<=s_sol;
				44 : sp<=s_do; 
				50 : sp<=s_sol; 
				52 : sp<=s_mi; 
				54 : sp<=s_re;
				56 : sp<=s_mi; 
				58 : sp<=s_do; 
				60 : sp<=s_re; 
				62 : sp<=s_do; 
				64 : sp<=s_la; 
				66 : sp<=s_do;
				68 : sp<=s_do; 
				70 : sp<=s_la; 
				72 : sp<=s_sol; 
				75 : sp<=s_do;
				78 : sp<=s_do; 
				80 : sp<=s_la; 
				82 : sp<=s_do; 
				83 : sp<=s_do;
				84 : sp<=s_do; 
				86 : sp<=s_la; 
				88 : sp<=s_sol; 
				90 : sp<=s_do;
				94 : sp<=s_sol; 
				96 : sp<=s_la; 
				98 : sp<=s_sol; 
				100 : sp<=s_mi;
				104 : sp<=s_re; 
				108 : sp<=s_do; 
			endcase
		end
	reg [31:0] cnt;
	always@(posedge clk)
	if(onoff ==0) state <=0; else
	begin
		if(cnt == 10000000) begin state <= state+1; cnt <=0; end
		else cnt <= cnt+1;
	end
endmodule
[flow/run.sh]
#!/bin/bash
# OpenROAD 26Q1-2900-gdf79404cd8, Yosys 0.63+post, stock flow scripts
make -C /OpenROAD-flow-scripts/flow DESIGN_CONFIG=/design/flow/config.mk WORK_HOME=/design/flow/orfs finish
==> out/metrics.cfg <==
[floorplanning]
die_area_um2=19300
ioPinCount=10
fp_util_pct=51.7
core_region_area_um2=18100
die_h_um=139
die_x_um=139
rows=49

[sta]
unclocked_regs=1
finalMaxSlewViolations=0
untimed_endpoints=2
finalHoldViolCount=0
finalCritPeriodShare_pct=28.9
fmax_ghz=0.333
clock_skew_ns=0.00593
worst_pin_slew_ns=0.721
fin_setup_tns_ns=0
min_period_ns=3.00
max-slew-margin-rel_pct=51.9
setup_viol=0
rsz0062_at_grt=no

[drt]
drc_errors=0
viasPerCell=5.34
insertedDiodeCount=0
wl_per_cell_um=12.9
routed_wl_mm=16.2
drt_iter0_markers=290
ant_nets=0
dr.pass1.iters=7
num_vias=6724

[clock_network]
cts_resized=0
cts_tree=yes
cts-root-buf=clkbuf_16
clock_path_buffers=3
postCtsHoldBufs=0
path_clk_slew_ns=0.06
htreeDepth=1
cts_buffers=22
worst_skew_pair.late_latency_ns=0.49
cts_setup_buffers=0

[setup_path]
cpLargestDelayFamily=simple AND/OR/NAND/NOR gates
cp_num_buf_inv=0
rr_worst_depth=4
rr_startpoint=cnt3[19]
cpPeakStageDelay_ns=0.71
crit_cells=4
crit_start=cnt3[19]
ff2ff_setup_slack_ns=7.40
r2r_end=s_mi
setup.worst_path.class=register to register
critPathCapture=s_mi
path_common_cell=or4_1
critPathArrivalTime_ns=3.13
cp.required_ns=10.53
cp_max_fo=18
worstPathCellList=or4_1 > or4_1 > nor4_2 > and3_1
start_kind=register
crit_slowest_cell=and3_1
worstSetupEndpointType=register

[placement]
hpwl_mm=10.4
port_buffers=2
gp_congestion=0.816
dp_cells=1220

[power]
p_leak_nw=3.83
pwr_density_cell_nw_per_um2=153
ir_drop_v=0.000156

[synth]
ys_types=58
synth_flops=205
ys_cells=1017
top_area_share_pct=35.7
syn-cell-area_um2=9380
syn_inst=1017
avgSynthCellArea_um2=9.22
synthArstFlopShare_pct=0
yosysWarnings=1
synth.area.top_cells=dfxtp_1, edfxtp_1, xnor2_1, nor2_1, xor2_1
synth-edff-count=37
synthFlopType=dfxtp_1
synth_area_leader_cell=dfxtp_1
ys_area_um2=9380

[finish]
final_cell_mix=dfxtp_1, nor2_1, nand2_1
area_delta_synth_final_pct=9.33
final_cell_count_no_fill=1258
nFillCells=1573
mostFrequentLayoutCell=dfxtp_1
drive_gt1_share_pct=6.22

[worst_hold_path]
hold_class=register to register

[global_route]
antenna_found_initial=0
grt_max_degree=39
grt_usage_pct=17.8
grt_pass1_vias=6127
grt_overflow_total=0
grt_pass1_wl_mm=28.4

[status]
status=finished, final reports clean

[run]
drv_cap=0
warnings=35

[logic make-up (layout without fill, tap and decap cells)]
logic type,Yosys count,in the layout,share of synthesized area [%]
buffers and inverters,64,76,2.96
latches,1,1,0.160
multiplexers,17,17,1.92
XOR/XNOR,130,130,12.1
AND-OR/OR-AND,86,86,5.99
adder cells (fa/ha/maj),10,10,1.33
flip-flops,204,204,47.5
AND/OR/NAND/NOR,505,505,28.0
[per-layer routing]
layer  vias to the layer above  global-route usage, %  wire length (µm)
met5                         -                      0                 0
met4                         0                   3.10               291
met3                        22                   2.36               393
met1                      3050                   29.7              8750
met2                        43                   26.3              6760
li1                       3609                      -                 -
[Yosys cell counts, types with 8 or more instances]
master,n
dfxtp_1,167
nor2_1,142
nand2_1,84
xnor2_1,79
nor3_1,62
xor2_1,51
nor4_1,38
edfxtp_1,37
or3_1,32
o21ai_0,30
inv_1,29
nand3_1,28
clkbuf_1,24
or4_1,24
nand4_1,18
a21oi_1,14
and4_1,12
ha_1,10
and3_1,9
mux2i_1,9
or2_2,9
mux2_2,8
[worst min path at each step]
stage / cells after the start / slack, ns / from / to
after global routing: 1 / 0.43 / cnt3[0] / cnt3[0]
after CTS: 1 / 0.41 / cnt3[0] / cnt3[0]
final: 1 / 0.41 / cnt3[0] / cnt3[0]
[cell type report]
class | instances | area (µm²) | share of cell area [%]
clock buffers | 34 | 658 | 6.42
clock inverters | 4 | 20.0 | 0.195
inverters | 31 | 129 | 1.26
multi-input cells | 748 | 4640 | 45.2
flip-flops and latches | 205 | 4470 | 43.6
well taps | 229 | 287 | 2.80
repair buffers | 7 | 52.6 | 0.513
[worst reg2reg max path, cell delays in order, from the launching register on]
cell,delay [ns]
dfxtp_1,0.33
or4_1,0.59
or4_1,0.56
nor4_2,0.45
and3_1,0.71
[stage by stage]
stage / setup WS, ns / total power (W) / area (µm²) / hold slack (ns) / utilization (%)
2_1_floorplan: 7.57 / 0.000850 / 9380 / 0.379 / -
5_1_grt: 7.21 / 0.00163 / 10300 / 0.426 / 56.5
4_1_cts: 7.36 / 0.00160 / 10300 / 0.414 / 56.5
3_3_place_gp: 7.38 / 0.000858 / 9570 / 0.398 / 52.8
3_5_place_dp: 7.38 / 0.000858 / 9570 / 0.400 / 52.8
6_report: 7.40 / 0.00157 / 10300 / 0.410 / 56.5
[flip-flops by register name (all words and copies together), names as in the netlist]
| signal | cells |
|---|---|
| cnt | 32 |
| s_sol | 1 |
| cnt6 | 32 |
| sp | 1 |
| cnt5 | 32 |
| state | 7 |
| cnt2 | 32 |
| s_re | 1 |
| cnt1 | 32 |
| s_mi | 1 |
| s_do | 1 |
| s_la | 1 |
| cnt3 | 32 |
[power breakdown]
| group | switching [W] | internal, W |
|---|---|---|
| Clock | 0.000297 | 0.000433 |
| Combinational | 0.00000828 | 0.00000801 |
| Sequential | 0.0000103 | 0.000814 |
Power and IR drop assume default switching activity.
